==> design/flow/design.v <==
module controlunit
(input zero, [5:0] opcode, funct, output pc_src, jump, we_reg, alu_src, jr, multu, we_dm, [1:0] dm2reg, reg_dst, alusel, [2:0] alu_ctrl);
    wire [1:0] alu_op;
    assign pc_src = branch & zero;
    maindec md (opcode, branch, jump, we_reg, alu_src, we_dm, dm2reg, reg_dst, alu_op);
    auxdec  ad (alu_op, funct, multu, jr, alusel, alu_ctrl);
endmodule
module maindec
(input [5:0] opcode, output branch, jump, we_reg, alu_src, we_dm, [1:0] dm2reg, reg_dst, [1:0] alu_op);
    reg [10:0] ctrl;
    assign {branch, jump, reg_dst, we_reg, alu_src, we_dm, dm2reg, alu_op} = ctrl;
    always @ (opcode)
    begin
        case (opcode)
            6'b00_0000: ctrl = 11'b0_0_01_1_0_0_00_10;  
            6'b00_1000: ctrl = 11'b0_0_00_1_1_0_00_00;  
            6'b00_0100: ctrl = 11'b1_0_00_0_0_0_00_01;  
            6'b00_0010: ctrl = 11'b0_1_00_0_0_0_00_00;  
            6'b10_1011: ctrl = 11'b0_0_00_0_1_1_00_00;  
            6'b10_0011: ctrl = 11'b0_0_00_1_1_0_01_00;  
            6'b00_0011: ctrl = 11'b0_1_10_1_0_0_10_00;  
            default:    ctrl = 11'bx_x_xx_x_x_x_xx_xx;
        endcase
    end
endmodule
module auxdec
(input [1:0] alu_op, [5:0] funct, output multu, jr, [1:0] alusel, [2:0] alu_ctrl);
    reg [6:0] ctrl;
    assign {alu_ctrl, multu, jr, alusel} = ctrl;
    always @ (*)
    begin
        case (alu_op)
            2'b00: ctrl = 7'b010_0_0_00;  
            2'b01: ctrl = 7'b110_0_0_00;  
            default: case (funct)
                6'b10_0100: ctrl = 7'b000_0_0_00;  
                6'b10_0101: ctrl = 7'b001_0_0_00;  
                6'b10_0000: ctrl = 7'b010_0_0_00;  
                6'b10_0010: ctrl = 7'b110_0_0_00;  
                6'b10_1010: ctrl = 7'b111_0_0_00;  
                6'b01_1001: ctrl = 7'b000_1_0_00;  
                6'b01_0000: ctrl = 7'b000_0_0_01;  
                6'b01_0010: ctrl = 7'b000_0_0_10;  
                6'b00_1000: ctrl = 7'b010_0_1_00;  
                default:    ctrl = 7'bxxx_x_x_xx;
            endcase
        endcase
    end
endmodule
module datapath(input clk, rst, pc_src, jump, we_reg, alu_src, jr, multu, [1:0] dm2reg, reg_dst, alusel, [2:0] alu_ctrl, [4:0] ra3, [31:0] instr, rd_dm, output zero, [31:0] pc_current, alu_out, wd_dm, rd3);
    wire [4:0]  rf_wa;
    wire [31:0] pc_plus4, pc_pre, pc_next, pc_final, sext_imm, ba, bta, jta, alu_pa, alu_pb, wd_rf, hi, lo, result;
    wire [63:0] prod;
    assign ba = {sext_imm[29:0], 2'b00};
    assign jta = {pc_plus4[31:28], instr[25:0], 2'b00};
    dreg       pc_reg     (clk, rst, pc_final, pc_current);
    adder      pc_plus_4  (pc_current, 4, pc_plus4);
    adder      pc_plus_br (pc_plus4, ba, bta);
    mux2 #(32) pc_src_mux (pc_src, pc_plus4, bta, pc_pre);
    mux2 #(32) pc_jmp_mux (jump, pc_pre, jta, pc_next);
    mux2 #(32) pc_jr_mux  (jr, pc_next, alu_pa, pc_final); 
    mux4 #(5)  rf_wa_mux  (reg_dst, instr[20:16], instr[15:11], 31, 5'b00000, rf_wa);
    regfile    rf         (clk, we_reg, instr[25:21], instr[20:16], ra3, rf_wa, wd_rf, alu_pa, wd_dm, rd3);
    signext    se         (instr[15:0], sext_imm);
    mux2 #(32) alu_pb_mux (alu_src, wd_dm, sext_imm, alu_pb);
    alu        alu        (alu_ctrl, alu_pa, alu_pb, zero, alu_out);
    assign prod = alu_pa * alu_pb;
    flop high (clk, rst, multu, prod[63:32], hi);
    flop low (clk, rst, multu, prod[31:0], lo);
    mux4 #(32) alu4mux (alusel, alu_out, hi, lo, 5'b00000, result);
    mux4 #(32) rf_wd_mux  (dm2reg, result, rd_dm, pc_plus4, 32'b0, wd_rf);
endmodule
module mux2 #(parameter wide = 8)
(input sel, [wide-1:0] a, b, output [wide-1:0] y);
    assign y = (sel) ? b : a;
endmodule
module mux4 #(parameter wide = 8)
(input [1:0] sel, [wide-1:0] a,b,c,d, output [wide-1:0] y);
    assign y = sel == 0 ? a : sel == 1 ? b : sel == 2 ? c : d;
endmodule
module adder
(input [31:0] a, b, output [31:0] y);
    assign y = a + b;
endmodule
module signext
(input [15:0] a, output [31:0] y);
    assign y = {{16{a[15]}}, a};
endmodule
module alu
(input [2:0] op, [31:0] a, b, output zero, reg [31:0] y);
    assign zero = (y == 0);
    always @ (op, a, b)
    begin
        case (op)
            3'b000: y = a & b;
            3'b001: y = a | b;
            3'b010: y = a + b;
            3'b110: y = a - b;
            3'b111: y = (a < b) ? 1 : 0;
        endcase
    end
endmodule
module dreg
(input clk, rst, [31:0] d, output reg [31:0] q);
    always @ (posedge clk, posedge rst)
    begin
        if (rst) q <= 0;
        else     q <= d;
    end
endmodule
module flop
(input clk, rst, en, [31:0] d, output reg [31:0] q);
    always @ (posedge clk, posedge rst)
    begin
        if (rst) q <= 0;
        else if (en)     q <= d;
    end
endmodule
module regfile
(input clk, we, [4:0] ra1, ra2, ra3, wa, [31:0] wd, output [31:0] rd1, rd2, rd3);
    reg [31:0] rf [0:31];
    integer n;
    initial begin
        for (n = 0; n < 32; n = n + 1) rf[n] = 32'h0;
    end
    always @ (posedge clk)
    begin
        if (we) rf[wa] <= wd;
    end
    assign rd1 = (ra1 == 0) ? 0 : rf[ra1];
    assign rd2 = (ra2 == 0) ? 0 : rf[ra2];
    assign rd3 = (ra3 == 0) ? 0 : rf[ra3];
endmodule
module imem
(input [5:0] a, output [31:0] y);
    reg [31:0] rom [0:63];
    initial begin
        $readmemh ("memfile.dat", rom);
    end
    assign y = rom[a];
endmodule
module dmem
(input clk, we, [5:0] a, [31:0] d, output [31:0] q);
    reg [31:0] ram [0:63];
    integer n;
    initial begin
        for (n = 0; n < 64; n = n + 1) ram[n] = 32'hFFFFFFFF;
    end
    always @ (posedge clk)
    begin
        if (we) ram[a] <= d;
    end
    assign q = ram[a];
endmodule
module mips
(input clk, rst, [4:0] ra3, [31:0] instr, rd_dm, output we_dm, [31:0] pc_current, alu_out, wd_dm, rd3);
    wire       pc_src, jump, we_reg, alu_src, jr, multu;
    wire [1:0] dm2reg, reg_dst, alusel;
    wire [2:0] alu_ctrl;
    datapath    dp (clk, rst, pc_src, jump, we_reg, alu_src, jr, multu, dm2reg, reg_dst, alusel, alu_ctrl, ra3, instr, rd_dm, zero, pc_current, alu_out, wd_dm, rd3);
    controlunit cu (zero, instr[31:26], instr[5:0], pc_src, jump, we_reg, alu_src, jr, multu, we_dm, dm2reg, reg_dst, alusel, alu_ctrl);
endmodule
module mips_fpga
(input clk, rst, button, [7:0] switches, output we_dm, sink_bit, [7:0] LEDSEL, LEDOUT);
    reg  [15:0] reg_hex;
    wire        clk_sec, clk_5KHz, clk_pb;
    wire [7:0]  digit0, digit1, digit2, digit3, digit4, digit5, digit6, digit7;
    wire [31:0] pc_current, instr, alu_out, wd_dm, rd_dm, dispData;
    clk_gen     clk_gen (clk, rst, clk_sec, clk_5KHz);
    bdebouncer  bd      (clk_5KHz, button, clk_pb);
    mips        mips    (clk_pb, rst, switches[4:0], instr, rd_dm, we_dm, pc_current, alu_out, wd_dm, dispData);
    imem        imem    (pc_current[7:2], instr);
    dmem        dmem    (clk_pb, we_dm, alu_out[7:2], wd_dm, rd_dm);
    bcd_to_7seg bcd7    (pc_current[15:12], digit7);
    bcd_to_7seg bcd6    (pc_current[11:8], digit6);
    bcd_to_7seg bcd5    (pc_current[7:4], digit5);
    bcd_to_7seg bcd4    (pc_current[3:0], digit4);
    bcd_to_7seg bcd3    (reg_hex[15:12], digit3);
    bcd_to_7seg bcd2    (reg_hex[11:8], digit2);
    bcd_to_7seg bcd1    (reg_hex[7:4], digit1);
    bcd_to_7seg bcd0    (reg_hex[3:0], digit0);
    led_mux     led_mux (clk_5KHz, rst, digit7, digit6, digit5, digit4, digit3, digit2, digit1, digit0, LEDSEL, LEDOUT);
    always @ (posedge clk)
    begin
        case ({switches[7], switches[6], switches[5]})
            3'b000:	reg_hex = dispData[15:0];            
            3'b001: reg_hex = dispData[31:16];           
            3'b010: reg_hex = instr[15:0];              
            3'b011: reg_hex = instr[31:16];             
            3'b100: reg_hex = alu_out[15:0];            
            3'b101: reg_hex = alu_out[31:16];           
            3'b110: reg_hex = wd_dm[15:0];          
            3'b111: reg_hex = wd_dm[31:16];
        endcase
    end
    assign sink_bit = (pc_current > 0) ^ (instr > 0) ^ (alu_out > 0);
endmodule
module clk_gen
(input clk100MHz, rst, output reg clk_sec, clk_5KHz);
    integer count1, count2;
    always @ (posedge clk100MHz)
    begin
        if (rst)
        begin
            count1 = 0; clk_sec = 0;
            count2 = 0; clk_5KHz = 0;
        end
        else
        begin
            if (count1 == 50000000)
            begin
                clk_sec = ~clk_sec;
                count1 = 0;
            end
            if (count2 == 10000)
            begin
                clk_5KHz = ~clk_5KHz;
                count2 = 0;
            end
            count1 = count1 + 1;
            count2 = count2 + 1;
        end
    end
endmodule
module bcd_to_7seg
(input [3:0] num, output reg [7:0] out);
    always @ (num)
    begin
        case (num) 
            4'h0: begin out=8'b10001000; end
            4'h1: begin out=8'b11101101; end
            4'h2: begin out=8'b10100010; end
            4'h3: begin out=8'b10100100; end
            4'h4: begin out=8'b11000101; end
            4'h5: begin out=8'b10010100; end
            4'h6: begin out=8'b10010000; end
            4'h7: begin out=8'b10101101; end
            4'h8: begin out=8'b10000000; end
            4'h9: begin out=8'b10000100; end
            4'hA: begin out=8'b10100000; end
            4'hB: begin out=8'b11010000; end
            4'hC: begin out=8'b11110010; end
            4'hD: begin out=8'b11100000; end
            4'hE: begin out=8'b10010010; end
            4'hF: begin out=8'b10010011; end		
            default: begin out=8'b01111111; end
       endcase
    end
endmodule
module led_mux
(input clk, rst, [7:0] LED0, LED1, LED2, LED3, LED4, LED5, LED6, LED7, output [7:0] LEDSEL, LEDOUT);
    reg [2:0] index;
    reg [15:0] led_ctrl;
    assign {LEDSEL, LEDOUT} = led_ctrl;
    always@(posedge clk)
    begin
        index <= (rst) ? 3'd0 : (index + 3'd1);
    end    
    always @(index, LED0, LED1, LED2, LED3, LED4, LED5, LED6, LED7)
    begin
        case(index)
            3'd0: led_ctrl <= {8'b11111110, LED7}; 
            3'd1: led_ctrl <= {8'b11111101, LED6};
            3'd2: led_ctrl <= {8'b11111011, LED5};
            3'd3: led_ctrl <= {8'b11110111, LED4};
            3'd4: led_ctrl <= {8'b11101111, LED3};
            3'd5: led_ctrl <= {8'b11011111, LED2};
            3'd6: led_ctrl <= {8'b10111111, LED1};
            3'd7: led_ctrl <= {8'b01111111, LED0};
            default: led_ctrl <= {8'b11111111, 8'hFF};
        endcase
    end
endmodule
module bdebouncer #(parameter depth = 16)
(input clk, button, output reg debounced_button);
    localparam history_max = (2**depth)-1;
    reg [depth-1:0] history;
    always @ (posedge clk)
    begin
        history <= {button, history[depth-1:1]};
        debounced_button <= (history == history_max) ? 1'b1 : 1'b0;
    end
endmodule
==> design/flow/memfile.dat <==
20040004
0C000004
00408020
08000015
23BDFFF8
AFA40004
AFBF0000
20080002
0088402A
10080003
20020001
23BD0008
03E00008
2084FFFF
0C000004
8FBF0000
8FA40004
23BD0008
00820019
00001012
03E00008
==> design/flow/run.sh <==
#!/bin/bash
# OpenROAD 26Q1-2900-gdf79404cd8, Yosys 0.63+post, stock flow scripts
make -C /OpenROAD-flow-scripts/flow DESIGN_CONFIG=/design/flow/config.mk WORK_HOME=/design/flow/orfs finish
==> design/flow/config.mk <==
export PLATFORM = sky130hd
export DESIGN_NAME = mips_fpga
export DESIGN_NICKNAME = mips_fpga
export VERILOG_FILES = /design/flow/design.v
export SDC_FILE = /design/flow/constraint.sdc
export NUM_CORES = 4
export LEC_CHECK = 1
export CORE_UTILIZATION = 50
export SYNTH_HDL_FRONTEND = slang
export SYNTH_MEMORY_MAX_BITS = 65536
==> design/flow/constraint.sdc <==
current_design mips_fpga

set clk_period 4.9
set clk_io_pct 0.2

create_clock -name clk0 -period $clk_period [get_ports {clk}]

set non_clock_inputs [all_inputs -no_clocks]
set_input_delay [expr $clk_period * $clk_io_pct] -clock clk0 $non_clock_inputs
set_output_delay [expr $clk_period * $clk_io_pct] -clock clk0 [all_outputs]
==> notes.org <==
#+TITLE: Synthesis and PnR summary

** Setup path
- Crit path max fanout :: 18
- In this run the critical register-to-register path is launched from clk_gen.count2[0].
- Timing startpoint of the critical path :: rst
- The setup check on the worst reg-to-reg path leaves a slack of 2790 ps.
- Startpoint kind of the worst setup timing path :: input pin
- The data required time reported for the critical path is 5050 ps.
- CP endpoint kind :: flip-flop
- For reference, the most critical setup path is categorized as input pin to flip-flop.
- The OpenROAD report gives the critical path a data arrival time of 2720 ps.

** STA
- Per the final report, max-transition violations number 0.
- The highest clock rate this design can be run at is 390 MHz.
- Time the final worst path needs with I/O delays and setup :: 2560 ps
- Final setup fails :: 0
- Number of failing hold endpoints at the final stage :: 0
- Count of unclocked register or latch pins :: 34
- Setup clock skew after layout :: 1.47 ps
- For the pin with the worst max-slew slack, the measured transition is 669 ps.
- Number of unconstrained endpoints :: 49
- Setup repair after global routing left no endpoint under its margin.
- In the finished design, the share of the clock period the worst path needs comes to 52.3%.
- Summed over all failing endpoints, the final setup total negative slack is 0 ps.
- Max transition margin :: 55.3%

** Synth
- The post-synth count of flops with an enable pin is 0.
- Yosys cell count :: 417
- Cell area after synthesis :: 3840 um^2
- Number of instances in the synthesized netlist :: 417
- Post-Syn Area per Cell :: 9.21 um^2
- Sequential area share after synthesis :: 36.8%
- Most common flop cell mapped by yosys :: sky130_fd_sc_hd__dfxtp_1
- Share of flip-flops with an asynchronous set or reset after synthesis :: 20.9%
- During synthesis, Yosys emitted a total of 0 warnings.
- Register bit total from synthesis :: 67
- Per the synthesis report, the number of distinct cell types is 57.
- Yosys reports a chip area of 3840 um^2.

** Floorplan
- According to the I/O placement log, the pin count is 29.
- Die width :: 89.6 um
- The chip occupies 8030 um^2.
- Per the OpenROAD floorplan log, the area of the core is 7330 um^2.
- FP Util :: 52.4%
- The floorplan has 31 rows.
- Floorplan die height :: 89.6 um

** Global route
- Global routing usage summed across all routing layers :: 19.5%
- Entering global routing, the biggest net connects 24 pins.
- The number of global-route vias before repair is 2,500.
- The first global-routing pass estimated 12,000 um of wire.
- The number of antenna violations at the first check in global routing was 0.
- Recorded from the global router log, the overflow total was 0.

** Clock network
- At the later pin of the worst-skew pair, clock insertion delay measures 280 ps.
- After clock tree synthesis, the clock-pin slew on the worst setup and hold paths is 60 ps.
- CTS tree :: built
- Number of buffers added to fix hold violations after cts :: 0
- Root cell of the clock tree :: sky130_fd_sc_hd__clkbuf_8
- CTS Buf Count :: 5
- Post-CTS resize count :: 0
- Counting along the longest clock path gives a buffer depth of 2.
- Setup fix buffers added after clock tree synthesis :: 0
- Maximum level of the CTS H-tree :: 2

** Detailed routing
- The routed design shows a wire length per standard cell of 14.2 um.
- The final route contains 2,931 vias.
- Once detail routing completed, the nets flagged for antenna violations numbered 0.
- TritonRoute reported its final design rule violation total as 0.
- Number of DRC markers in iteration 0 :: 77
- Count of inserted antenna diode cells :: 0
- DRT Wirelength :: 7360 um
- Via-per-instance ratio :: 5.66
- Before antenna repair, the detailed router went through 4 iterations.

** Pwr
- The design draws 486 uW.
- In this run the power density over the cells is 119 nW/um^2.
- Per the OpenROAD power report, leakage power amounts to 1.52 nW.
- Maximum resistive drop on vdd :: 0.000211 V

** Place
- Once placement finished, the instance area stood at 4000 um^2.
- Buffers placed on the I/O ports in this run total 17.
- At the end of routability-driven placement, the weighted congestion stood at 0.822.
- HPWL reported at the end of detailed placement :: 5460 um

** Finish
- For the completed layout, the total cell area is recorded as 4080 um^2.
- Most frequent logic cell in the layout :: sky130_fd_sc_hd__dfxtp_1
- Most used cells in the layout excluding fill and tap cells :: sky130_fd_sc_hd__dfxtp_1 (53), sky130_fd_sc_hd__ha_1 (31), sky130_fd_sc_hd__nor2_1 (29)
- Ratio of cells with drive above 1 in the final layout :: 5.73%
- From synthesis to final layout, the design area changed by 6.32%.

** Job
- The logs give a warning total of 57.
- The number of maximum-capacitance violations recorded for the run is 0.

** Min path
- Beginning of the worst hold path :: clk_gen.count2[12]
- Path category of the worst min-delay check :: flip-flop to flip-flop

** Status
- The flow ran to the end, and the final reports show no timing, DRC or antenna violations.
[area by class of cell]
cell class	instances	area, um^2
well taps	99	124
repair buffers	18	178
fillers	648	3250
flip-flops and latches	67	1410
multi-input cells	305	2210
inverters	21	78.8
clock buffers	8	80.1
[cell usage after synthesis (2+ instances only)]
cell	count	area share, %
sky130_fd_sc_hd__a31oi_1	2	0.33
sky130_fd_sc_hd__mux2_2	2	0.59
sky130_fd_sc_hd__nand4b_1	3	0.68
sky130_fd_sc_hd__or3_1	6	0.98
sky130_fd_sc_hd__o31ai_1	9	1.8
sky130_fd_sc_hd__nor4_1	6	0.98
sky130_fd_sc_hd__nand2_1	28	2.7
sky130_fd_sc_hd__or4_1	9	1.8
sky130_fd_sc_hd__buf_4	5	0.98
sky130_fd_sc_hd__a21oi_1	22	2.9
sky130_fd_sc_hd__o211ai_1	3	0.59
sky130_fd_sc_hd__nand4_1	20	3.3
sky130_fd_sc_hd__a32oi_1	3	0.68
sky130_fd_sc_hd__nor3b_1	2	0.39
sky130_fd_sc_hd__mux2i_1	3	0.78
sky130_fd_sc_hd__dfrtp_1	14	9.1
sky130_fd_sc_hd__ha_1	31	10
sky130_fd_sc_hd__nor2b_1	4	0.65
sky130_fd_sc_hd__nor2_1	29	2.8
sky130_fd_sc_hd__clkbuf_1	11	1.1
sky130_fd_sc_hd__mux4_2	6	3.5
sky130_fd_sc_hd__and2_1	6	0.98
sky130_fd_sc_hd__a211o_1	2	0.46
sky130_fd_sc_hd__and4_1	4	0.91
sky130_fd_sc_hd__xnor2_1	9	2.1
sky130_fd_sc_hd__nor4b_1	3	0.68
sky130_fd_sc_hd__nand2b_1	6	0.98
sky130_fd_sc_hd__and3_1	5	0.81
sky130_fd_sc_hd__nor3_1	5	0.65
sky130_fd_sc_hd__o21ai_0	15	2.0
sky130_fd_sc_hd__xor2_1	12	2.7
sky130_fd_sc_hd__nand4_2	2	0.65
sky130_fd_sc_hd__conb_1	2	0.20
sky130_fd_sc_hd__or2_2	4	0.65
sky130_fd_sc_hd__buf_6	3	0.88
sky130_fd_sc_hd__o41ai_1	4	0.91
sky130_fd_sc_hd__dfxtp_1	53	28
sky130_fd_sc_hd__nand3_1	17	2.2
sky130_fd_sc_hd__buf_2	6	0.78
sky130_fd_sc_hd__inv_1	21	2.1
sky130_fd_sc_hd__o311ai_0	4	0.91
[stage by stage]
stage | utilization [%] | setup WS (ps) | instances | hold WS [ps]
4_1_cts | 55.7 | 2350 | 518 | 498
6_report | 55.7 | 2340 | 518 | 495
3_3_place_gp | 54.6 | 2060 | 510 | 487
2_1_floorplan | - | 2980 | 418 | 433
5_1_grt | 55.7 | 2130 | 518 | 538
3_5_place_dp | 54.6 | 2070 | 510 | 489
[registers in the layout (all words and copies together), names as in the netlist]
signal               flops
clk_gen.clk_5KHz         1
bd.history              16
clk_gen.count2          32
led_mux.index            3
bd.debounced_button      1
mips.dp.pc_reg.q        14
[critical path, cell delays in order]
cell and delay [ps]:
sky130_fd_sc_hd__clkdlybuf4s50_1 840, sky130_fd_sc_hd__inv_1 500, sky130_fd_sc_hd__o311ai_0 260, sky130_fd_sc_hd__o41ai_1 130
[layer usage]
metal	track usage (%)	wire, um	up-vias
li1	-	-	1508
met1	29.9	3580	1386
met2	32.6	3570	32
met3	1.67	127	5
met4	1.73	78	0
met5	0	0	-
[where the power goes]
part,internal [mW],total [mW],switching (mW)
registers,0.270,0.273,0.00268
clock network,0.101,0.197,0.0966
logic,0.00582,0.0160,0.0101
total,0.377,0.486,0.109
[worst paths after layout]
kind,depth (start not counted),end
worst min-delay path,2,clk_gen.count2[12]
worst max register to register,5,clk_gen.count2[26]
worst max-delay path,4,clk_gen.count2[29]
worst min register to register,2,clk_gen.count2[12]
[logic make-up after synthesis]
family | share of synthesized area, %
buffers and inverters | 5.77
AOI/OAI and AO/OA | 12.0
other | 0.196
and+or+nand+nor | 25.2
adders and majority gates | 10.1
xor gates and xnor gates | 4.79
DFF | 36.8
muxes | 5.18
Power and IR drop assume default switching activity.
