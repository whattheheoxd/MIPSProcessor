<file path="design/flow/design.v">
module controlunit
(input zero, [5:0] opcode, funct, output pc_src, jump, we_reg, alu_src, jr, multu, we_dm, [1:0] dm2reg, reg_dst, alusel, [2:0] alu_ctrl);
    wire [1:0] alu_op;
    assign pc_src = branch & zero;
    maindec md (opcode, branch, jump, we_reg, alu_src, we_dm, dm2reg, reg_dst, alu_op);
    auxdec  ad (alu_op, funct, multu, jr, alusel, alu_ctrl);
endmodule
module maindec
(input [5:0] opcode, output branch, jump, we_reg, alu_src, we_dm, [1:0] dm2reg, reg_dst, [1:0] alu_op);
    reg [10:0] ctrl;
    assign {branch, jump, reg_dst, we_reg, alu_src, we_dm, dm2reg, alu_op} = ctrl;
    always @ (opcode)
    begin
        case (opcode)
            6'b00_0000: ctrl = 11'b0_0_01_1_0_0_00_10;  
            6'b00_1000: ctrl = 11'b0_0_00_1_1_0_00_00;  
            6'b00_0100: ctrl = 11'b1_0_00_0_0_0_00_01;  
            6'b00_0010: ctrl = 11'b0_1_00_0_0_0_00_00;  
            6'b10_1011: ctrl = 11'b0_0_00_0_1_1_00_00;  
            6'b10_0011: ctrl = 11'b0_0_00_1_1_0_01_00;  
            6'b00_0011: ctrl = 11'b0_1_10_1_0_0_10_00;  
            default:    ctrl = 11'bx_x_xx_x_x_x_xx_xx;
        endcase
    end
endmodule
module auxdec
(input [1:0] alu_op, [5:0] funct, output multu, jr, [1:0] alusel, [2:0] alu_ctrl);
    reg [6:0] ctrl;
    assign {alu_ctrl, multu, jr, alusel} = ctrl;
    always @ (*)
    begin
        case (alu_op)
            2'b00: ctrl = 7'b010_0_0_00;  
            2'b01: ctrl = 7'b110_0_0_00;  
            default: case (funct)
                6'b10_0100: ctrl = 7'b000_0_0_00;  
                6'b10_0101: ctrl = 7'b001_0_0_00;  
                6'b10_0000: ctrl = 7'b010_0_0_00;  
                6'b10_0010: ctrl = 7'b110_0_0_00;  
                6'b10_1010: ctrl = 7'b111_0_0_00;  
                6'b01_1001: ctrl = 7'b000_1_0_00;  
                6'b01_0000: ctrl = 7'b000_0_0_01;  
                6'b01_0010: ctrl = 7'b000_0_0_10;  
                6'b00_1000: ctrl = 7'b010_0_1_00;  
                default:    ctrl = 7'bxxx_x_x_xx;
            endcase
        endcase
    end
endmodule
module datapath(input clk, rst, pc_src, jump, we_reg, alu_src, jr, multu, [1:0] dm2reg, reg_dst, alusel, [2:0] alu_ctrl, [4:0] ra3, [31:0] instr, rd_dm, output zero, [31:0] pc_current, alu_out, wd_dm, rd3);
    wire [4:0]  rf_wa;
    wire [31:0] pc_plus4, pc_pre, pc_next, pc_final, sext_imm, ba, bta, jta, alu_pa, alu_pb, wd_rf, hi, lo, result;
    wire [63:0] prod;
    assign ba = {sext_imm[29:0], 2'b00};
    assign jta = {pc_plus4[31:28], instr[25:0], 2'b00};
    dreg       pc_reg     (clk, rst, pc_final, pc_current);
    adder      pc_plus_4  (pc_current, 4, pc_plus4);
    adder      pc_plus_br (pc_plus4, ba, bta);
    mux2 #(32) pc_src_mux (pc_src, pc_plus4, bta, pc_pre);
    mux2 #(32) pc_jmp_mux (jump, pc_pre, jta, pc_next);
    mux2 #(32) pc_jr_mux  (jr, pc_next, alu_pa, pc_final); 
    mux4 #(5)  rf_wa_mux  (reg_dst, instr[20:16], instr[15:11], 31, 5'b00000, rf_wa);
    regfile    rf         (clk, we_reg, instr[25:21], instr[20:16], ra3, rf_wa, wd_rf, alu_pa, wd_dm, rd3);
    signext    se         (instr[15:0], sext_imm);
    mux2 #(32) alu_pb_mux (alu_src, wd_dm, sext_imm, alu_pb);
    alu        alu        (alu_ctrl, alu_pa, alu_pb, zero, alu_out);
    assign prod = alu_pa * alu_pb;
    flop high (clk, rst, multu, prod[63:32], hi);
    flop low (clk, rst, multu, prod[31:0], lo);
    mux4 #(32) alu4mux (alusel, alu_out, hi, lo, 5'b00000, result);
    mux4 #(32) rf_wd_mux  (dm2reg, result, rd_dm, pc_plus4, 32'b0, wd_rf);
endmodule
module mux2 #(parameter wide = 8)
(input sel, [wide-1:0] a, b, output [wide-1:0] y);
    assign y = (sel) ? b : a;
endmodule
module mux4 #(parameter wide = 8)
(input [1:0] sel, [wide-1:0] a,b,c,d, output [wide-1:0] y);
    assign y = sel == 0 ? a : sel == 1 ? b : sel == 2 ? c : d;
endmodule
module adder
(input [31:0] a, b, output [31:0] y);
    assign y = a + b;
endmodule
module signext
(input [15:0] a, output [31:0] y);
    assign y = {{16{a[15]}}, a};
endmodule
module alu
(input [2:0] op, [31:0] a, b, output zero, reg [31:0] y);
    assign zero = (y == 0);
    always @ (op, a, b)
    begin
        case (op)
            3'b000: y = a & b;
            3'b001: y = a | b;
            3'b010: y = a + b;
            3'b110: y = a - b;
            3'b111: y = (a < b) ? 1 : 0;
        endcase
    end
endmodule
module dreg
(input clk, rst, [31:0] d, output reg [31:0] q);
    always @ (posedge clk, posedge rst)
    begin
        if (rst) q <= 0;
        else     q <= d;
    end
endmodule
module flop
(input clk, rst, en, [31:0] d, output reg [31:0] q);
    always @ (posedge clk, posedge rst)
    begin
        if (rst) q <= 0;
        else if (en)     q <= d;
    end
endmodule
module regfile
(input clk, we, [4:0] ra1, ra2, ra3, wa, [31:0] wd, output [31:0] rd1, rd2, rd3);
    reg [31:0] rf [0:31];
    integer n;
    initial begin
        for (n = 0; n < 32; n = n + 1) rf[n] = 32'h0;
    end
    always @ (posedge clk)
    begin
        if (we) rf[wa] <= wd;
    end
    assign rd1 = (ra1 == 0) ? 0 : rf[ra1];
    assign rd2 = (ra2 == 0) ? 0 : rf[ra2];
    assign rd3 = (ra3 == 0) ? 0 : rf[ra3];
endmodule
module imem
(input [5:0] a, output [31:0] y);
    reg [31:0] rom [0:63];
    initial begin
        $readmemh ("memfile.dat", rom);
    end
    assign y = rom[a];
endmodule
module dmem
(input clk, we, [5:0] a, [31:0] d, output [31:0] q);
    reg [31:0] ram [0:63];
    integer n;
    initial begin
        for (n = 0; n < 64; n = n + 1) ram[n] = 32'hFFFFFFFF;
    end
    always @ (posedge clk)
    begin
        if (we) ram[a] <= d;
    end
    assign q = ram[a];
endmodule
module mips
(input clk, rst, [4:0] ra3, [31:0] instr, rd_dm, output we_dm, [31:0] pc_current, alu_out, wd_dm, rd3);
    wire       pc_src, jump, we_reg, alu_src, jr, multu;
    wire [1:0] dm2reg, reg_dst, alusel;
    wire [2:0] alu_ctrl;
    datapath    dp (clk, rst, pc_src, jump, we_reg, alu_src, jr, multu, dm2reg, reg_dst, alusel, alu_ctrl, ra3, instr, rd_dm, zero, pc_current, alu_out, wd_dm, rd3);
    controlunit cu (zero, instr[31:26], instr[5:0], pc_src, jump, we_reg, alu_src, jr, multu, we_dm, dm2reg, reg_dst, alusel, alu_ctrl);
endmodule
module mips_top
(input clk, rst, output we_dm, [31:0] pc_current, instr, alu_out, wd_dm, rd_dm);
    wire [31:0] DONT_USE;
    mips mips (clk, rst, 0, instr, rd_dm, we_dm, pc_current, alu_out, wd_dm, DONT_USE);
    imem imem (pc_current[7:2], instr);
    dmem dmem (clk, we_dm, alu_out[7:2], wd_dm, rd_dm);
endmodule
</file>
<file path="design/flow/memfile.dat">
20040004
0C000004
00408020
08000015
23BDFFF8
AFA40004
AFBF0000
20080002
0088402A
10080003
20020001
23BD0008
03E00008
2084FFFF
0C000004
8FBF0000
8FA40004
23BD0008
00820019
00001012
03E00008
</file>
<file path="design/flow/run.sh">
#!/bin/bash
# OpenROAD 26Q1-2900-gdf79404cd8, Yosys 0.63+post, stock flow scripts
make -C /OpenROAD-flow-scripts/flow DESIGN_CONFIG=/design/flow/config.mk WORK_HOME=/design/flow/orfs finish
</file>
<file path="design/flow/config.mk">
export PLATFORM = sky130hd
export DESIGN_NAME = mips_top
export DESIGN_NICKNAME = mips_top
export VERILOG_FILES = /design/flow/design.v
export SDC_FILE = /design/flow/constraint.sdc
export NUM_CORES = 4
export LEC_CHECK = 1
export CORE_UTILIZATION = 30
export SYNTH_HDL_FRONTEND = slang
export SYNTH_MEMORY_MAX_BITS = 65536
</file>
<file path="design/flow/constraint.sdc">
current_design mips_top

set clk_period 5.4
set clk_io_pct 0.2

create_clock -name clk0 -period $clk_period [get_ports {clk}]

set non_clock_inputs [all_inputs -no_clocks]
set_input_delay [expr $clk_period * $clk_io_pct] -clock clk0 $non_clock_inputs
set_output_delay [expr $clk_period * $clk_io_pct] -clock clk0 [all_outputs]
</file>
==> GITHUB_STEP_SUMMARY <==
### Flow metrics

| Metric | Value |
|---|---|
| Top delay family on crit path | buffers and inverters |
| Most frequent cell after synthesis | buf_4 |
| DRC viols | 0 |
| PostCTS Resize Cnt | 0 |
| RSZ-0062 raised after global routing | false |
| Status | completed |
| Die W | 90.2 microns |
| Setup CP Type | reg -> out |
| DR WL/cell | 8.53 microns |
| Placed instance area | 2270 sq um |
| CP Buf/Inv Count | 1 |
| Peak supply drop | 0.0853 mV |
| H-tree depth | 2 |
| Max_cap viols | 0 |
| Register area share after synthesis | 0.322 |
| Leak | 1.24 nW |
| Pwr Density | 177 nW/um^2 |
| Max Slew Vio Count | 0 |
| Final hold slack | 0.464 ns |
| N_diodes | 0 |
| Total vias in the final route | 1314 |
| Tmin final | 2.32 ns |
| Via density | 3.40 |
| Most frequent cells after synthesis | buf_4, dfrtp_1, xor2_1, xnor2_1, nand2_1 |
| TritonCTS clock tree | yes |
| Vias in the first global route | 1016 |
| Syn-to-layout area delta | 1.23% |
| Synthesized instance count | 251 |
| DRT iter0 DRCs | 28 |
| Setup TNS | 0 ns |
| Worst hold start | mips.dp.pc_reg.q[31] |
| Grt total ovfl | 0 |
| Ys async rst share | 1.00 |
| First-pass DRT Iterations | 4 |
| Unique cell types | 22 |
| CP Data Arrival Time | 1.24 ns |
| Dominant cell type by area after synthesis | buf_4 |
| Synth Cell Area | 2330 sq um |
| Top reg by flops | mips.dp.pc_reg.q |
| Xor/xnor share of the synthesized area | 0.105 |
| Fin area | 2360 sq um |
| Clock Latency Late Sink | 0.28 ns |
| Tool Warnings | 25 |
| Tot Pwr | 0.418 mW |
| Top Registers | mips.dp.pc_reg.q: 30 flops |
| Startpoint Class | flop |
| Wirelength, routed | 3.30 mm |
| Worst Path Max Fanout | 6 |
| Port bufs | 31 |
| Syn avg cell area | 9.30 sq um |
| Gr usage total | 0.0774 |
| R2r startpoint | mips.dp.pc_reg.q[8] |
| Clock Skews | 0.00441 ns |
| AO/OA Area Share | 0 |
| Worst Hold Path Cells | 1 |
| Hold EP | mips.dp.pc_reg.q[31] |
| Layout cell share with drive strength beyond 1 | 0.0590 |
| Die Y | 90.2 microns |
| Num CTS Buffers | 5 |
| Fmax | 431 MHz |
| Final Hold Fails | 0 |
| Clock Tree Root | clkbuf_8 |
| Hold crit path type | reg -> reg |
| Pre-Place Util | 0.317 |
| Core Region | 7370 sq um |
| Top cells by area | buf_4, dfrtp_1, xor2_1 |
| Final Setup Violations | 0 |
| CTS clk-pin slew, worst paths | 0.06 ns |
| Flip-flops with a built-in enable | 0 |
| Standard-cell row count | 31 |
| Worst reg2reg setup slack | 3.58 ns |
| Crit end category | primary output |
| First-pass GRT wire length | 5.06 mm |
| Yosys warnings | 0 |
| Slowest-stage cell, CP | clkdlybuf4s50_1 |
| Die Size | 8140 sq um |
| Crit path largest cell delay | 0.51 ns |
| Clock sinks | 30 |
| Largest net degree at the start of global routing | 31 |
| Dominant comb cell | buffers and inverters |
| Cycle use final | 0.430 |
| Dpl hpwl | 2.62 mm |
| Clock Tree Buf Depth | 2 |
| Worst Path Required | 4.32 ns |
| Synth mux share | 0 |
| Max-area cell share | 0.421 |
| # Post-CTS Setup Buffers | 0 |
| Cells in synth_stat.txt | 251 |
| Yosys Chip Area | 2330 sq um |
| Hold buffer count at CTS | 0 |
| Synth Area in Adders | 0.00536 |
| Dpl ws | 3.37 ns |
| CP cell instances | clkdlybuf4s50_1 |
| Max FFs per register | 30 |
| Critical R2R Capture | mips.dp.pc_reg.q[29] |
| Synthesized flop and latch total | 30 |
| Most common reg cell | dfrtp_1 |
| Initial antenna violation count | 0 |
| ANT nets after route | 0 |
| Final GP Congestion | 0.773 |
| R2R depth | 4 |
| Final setup margin | 3.08 ns |
| Simple share | 0.132 |
| Top-level I/O count | 163 |
layout make-up:
cell class | instances | area, sq um
timing repair buffer | 32 | 318
tap | 99 | 124
sequential | 30 | 751
clock buffer | 7 | 86.3
multi-input combinational | 212 | 1060
fill | 773 | 5010
clock inverter | 1 | 5.00
inverter | 6 | 22.5
how the worst max path moves through the flow:
stage	endpoint	start	depth (start not counted)	slack [ns]
finish	pc_current[11]	mips.dp.pc_reg.q[11]	1	3.08
CTS	pc_current[11]	mips.dp.pc_reg.q[11]	1	3.05
global route	pc_current[11]	mips.dp.pc_reg.q[11]	1	3.01
metal layers:
layer,up-vias,global-route usage,routed length (microns),share of wire
li1,608,-,-,-
met1,606,0.114,1390,0.42
met2,95,0.120,1570,0.48
met3,5,0.0198,301,0.091
met4,0,0.00806,37,0.011
met5,-,0,0,0
cell usage in the layout, fill, tap and decap left out:
cell	netlist	routed
nor2_1	9	9
and3_1	1	1
clkbuf_8	0	6
clkdlybuf4s50_1	0	31
buf_4	131	1
nor4_2	4	4
clkinv_2	0	1
or3_1	2	2
xnor2_1	11	11
nand4_1	7	7
and4_2	1	1
or2_1	1	1
nand4_2	1	1
inv_1	6	6
or4_4	2	2
ha_1	1	1
nand3_1	6	6
or2_2	1	1
dfrtp_1	30	30
xor2_1	17	17
nand2_1	10	10
nor3_1	6	6
clkbuf_1	0	1
conb_1	2	131
nor4_1	1	1
through the flow:
stage	std cells	util
floorplan	380	-
global placement	379	0.308
detailed placement	379	0.308
CTS	387	0.321
global route	387	0.321
finish	387	0.321
kinds of logic (layout without fill, tap and decap cells):
logic type	Yosys count	in the layout
flip-flops	30	30
other	2	131
XOR/XNOR	28	28
buffers and inverters	138	46
adder cells (fa/ha/maj)	1	1
AND/OR/NAND/NOR	52	52
power by group:
group          switching (mW)  total (mW)  internal, mW
combinational         0.00649     0.00765       0.00116
sequential                  0       0.225         0.225
clock                  0.0827       0.185         0.103
total                  0.0892       0.418         0.329
Power figures rest on the tool's default switching activity, not on a simulated workload.
